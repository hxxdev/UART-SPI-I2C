`./run.sh`:
```
#!/bin/bash
# OpenROAD 26Q1-2900-gdf79404cd8, Yosys 0.63+post, stock flow scripts
make -C /OpenROAD-flow-scripts/flow DESIGN_CONFIG=/design/flow/config.mk WORK_HOME=/design/flow/orfs finish
```
`./config.mk`:
```
export PLATFORM = sky130hd
export DESIGN_NAME = console
export DESIGN_NICKNAME = console
export VERILOG_FILES = /design/flow/design.v
export SDC_FILE = /design/flow/constraint.sdc
export NUM_CORES = 4
export LEC_CHECK = 1
export CORE_UTILIZATION = 50
export SYNTH_HDL_FRONTEND = slang
```
`./constraint.sdc`:
```
current_design console

set clk_period 11.0
set clk_io_pct 0.2

create_clock -name clk0 -period $clk_period [get_ports {clk}]

set non_clock_inputs [all_inputs -no_clocks]
set_input_delay [expr $clk_period * $clk_io_pct] -clock clk0 $non_clock_inputs
set_output_delay [expr $clk_period * $clk_io_pct] -clock clk0 [all_outputs]
```
`./design.v`:
```
localparam[3:0] CLOCK_NS = 10;
localparam [2:0] CLOCK_HALF_PERIOD = CLOCK_NS / 2;
localparam [1:0] MINIMUM_PERIOD = CLOCK_NS / 10;
localparam [7:0] data = 8'b10100011;
localparam BAUD_RATE = 921600;
localparam[3:0] DATA_BIT = 8;
localparam UART_CLOCK_NS = 1000_000_000/BAUD_RATE;
localparam UART_CLOCK_HALF_PERIOD = UART_CLOCK_NS / 2;
localparam [DATA_BIT:0] frame = {data, 1'b0};
localparam SPI_SPEED = 1_000_000;
localparam SPI_CLOCK_NS = 1000_000_000 / SPI_SPEED;
localparam SPI_CLOCK_HALF_PERIOD = SPI_CLOCK_NS / 2;
localparam I2C_SPEED = 100_000;
localparam I2C_CLOCK_NS = 1000_000_000 / I2C_SPEED;
localparam I2C_CLOCK_HALF_PERIOD = I2C_CLOCK_NS / 2;
localparam [6:0] ADDR2SEND = 7'h33;
localparam [1:0] NUM_OF_FRAMES = 2;
localparam [2:0] REPEAT = 2;
localparam R_OR_W = 1'b0;
`timescale 1ns / 1ps
module console(
    input clk,
    input reset,
    input rx,
    output tx,
    output reg [1:0] mode,
    output reg [19:0] uart_speed,
    output reg [27:0] spi_speed,
    output reg spi_mode,
    output reg spi_cpol,
    output reg spi_cpha,
    output reg i2c_mode,
    output reg [23:0] i2c_speed
);
parameter UART = 2'd0;
parameter SPI = 2'd1;
parameter I2C = 2'd2;
parameter [19:0] SERIAL_SPEED = 115200;
localparam STANDBY = 2'd0;
localparam RESPOND = 2'd1;
localparam WAIT = 2'd2;
localparam CR = 8'h0d;
localparam LF = 8'h0a;
localparam [31:0] OK_RESPONSE = {"ok", CR, LF};
localparam [55:0] ERROR_RESPONSE = {"error", CR, LF};
localparam MAX_CMD_BITS = 8*20;
localparam SLAVE = 1'b0;
localparam MASTER = 1'b1;
reg clear_buffer;
wire rx_busy;
reg [1:0] rx_busy_r; 
always @ (posedge clk or posedge reset) 
begin 
    if (reset) begin
        rx_busy_r <= 0; 
    end else begin 
        rx_busy_r <= {rx_busy_r[0], rx_busy}; 
    end
end
wire rx_busy_fedge = (rx_busy_r == 2'b10);
wire [7:0] received_byte;
reg send;
reg [63:0] response;
reg [3:0] response_chars_num;
wire tx_busy;
reg [1:0] tx_busy_r;
wire tx_busy_fedge = (tx_busy_r == 2'b10);
always @ (posedge clk or posedge reset)
begin
    if (reset) begin
        tx_busy_r <= 0;
    end else begin
        tx_busy_r <= {tx_busy_r[0], tx_busy};
    end
end
reg [MAX_CMD_BITS:1] command;
uart_rx console_rx(.clk(clk), .reset(reset), .speed(SERIAL_SPEED), .rx(rx), .rx_data(received_byte), .rx_busy(rx_busy), .clr_buffer(clear_buffer));
uart_8bytes_tx console_tx(.clk(clk), .reset(reset), .speed(SERIAL_SPEED), .bytes2send(response), .bytes_num(response_chars_num), .pulse(send), .tx(tx), .tx_busy_8bytes(tx_busy));
reg [3:0] state, next_state;
always @ (*)
begin
    if (state == STANDBY) begin
        if (rx_busy_fedge && (received_byte == "\n"))
            next_state = RESPOND;
        else
            next_state = state;
    end else if (state == RESPOND) begin
        next_state = WAIT;
    end else if (state == WAIT) begin
        if (tx_busy_fedge)
            next_state = STANDBY;
        else
            next_state = state;        
    end else begin
        next_state = STANDBY;
    end
end
always @ (posedge clk or posedge reset)
begin
    if (reset) begin
        state <= STANDBY;
    end else begin
        state <= next_state;
    end
end
always @ (posedge clk or posedge reset)
begin
    if (reset) begin
        response <= 0;
        command <= 0;
        send <= 0;
        mode <= SPI;
        uart_speed <= 9600;
        spi_speed <= 1_000_000;
        i2c_speed <= 100_000; 
        spi_mode <= SLAVE;
        spi_cpol <= 0;
        spi_cpha <= 0;
        i2c_mode <= SLAVE;        
        response_chars_num <= 0;
        clear_buffer <= 0;
    end else begin
        if (state == STANDBY) begin
            send <= 0;
            if (rx_busy_fedge) begin
                command <= {command, received_byte};    
                clear_buffer <= 1;
            end else begin
                clear_buffer <= 0;
            end
        end else if (state == RESPOND) begin
            send <= 1;
            command <= 0;
            clear_buffer <= 0;            
            if (command == {"AT", CR, LF}) begin
                response <= OK_RESPONSE;
                response_chars_num <= 4;
            end else if (command == {"AT+MODE=UART", CR, LF}) begin
                response <= OK_RESPONSE;
                response_chars_num <= 4;
                mode <= UART;
            end else if (command == {"AT+MODE=SPI", CR, LF}) begin
                response <= OK_RESPONSE;
                response_chars_num <= 4;
                mode <= SPI;                    
            end else if (command == {"AT+MODE=I2C", CR, LF}) begin
                response <= OK_RESPONSE;
                response_chars_num <= 4;
                mode <= I2C;                
            end else if (command == {"AT+SPI=MASTER", CR, LF}) begin
                spi_mode <= MASTER;
                response <= OK_RESPONSE;
                response_chars_num <= 4;                
            end else if (command == {"AT+SPI=SLAVE", CR, LF}) begin
                spi_mode <= SLAVE;
                response <= OK_RESPONSE;
                response_chars_num <= 4;                
            end else if (command == {"AT+CPOL=1", CR, LF}) begin
                spi_cpol <= 1;
                response <= OK_RESPONSE;
                response_chars_num <= 4;                
            end else if (command == {"AT+CPOL=0", CR, LF}) begin
                spi_cpol <= 0;
                response <= OK_RESPONSE;
                response_chars_num <= 4;                
            end else if (command == {"AT+CPHA=1", CR, LF}) begin
                spi_cpha <= 1;
                response <= OK_RESPONSE;
                response_chars_num <= 4;                
            end else if (command == {"AT+CPHA=0", CR, LF}) begin
                spi_cpha <= 0;
                response <= OK_RESPONSE;
                response_chars_num <= 4;                           
            end else if (command == {"AT+I2C=MASTER", CR, LF}) begin
                i2c_mode <= MASTER;
                response <= OK_RESPONSE;
                response_chars_num <= 4;                
            end else if (command == {"AT+I2C=SLAVE", CR, LF}) begin
                i2c_mode <= SLAVE;
                response <= OK_RESPONSE;
                response_chars_num <= 4;                
            end else if (command[128 : 25] == "AT+UARTSPEED=") begin
                case (command[24 : 1])  
                    {"1", CR, LF} : begin
                        response <= OK_RESPONSE;
                        response_chars_num <= 4;
                        uart_speed <= 1200;     
                    end               
                    {"2", CR, LF} : begin
                        response <= OK_RESPONSE;
                        response_chars_num <= 4;
                        uart_speed <= 4800;
                    end
                    {"3", CR, LF} : begin
                        response <= OK_RESPONSE;
                        response_chars_num <= 4;
                        uart_speed <= 9600;                    
                    end
                    {"4", CR, LF} : begin
                        response <= OK_RESPONSE;
                        response_chars_num <= 4;
                        uart_speed <= 115200;                    
                    end
                    {"5", CR, LF} : begin
                        response <= OK_RESPONSE;
                        response_chars_num <= 4;
                        uart_speed <= 921600;
                    end
                    default : begin
                        response <= ERROR_RESPONSE;
                        response_chars_num <= 7;
                    end
                endcase
            end else if (command[120 : 25] == "AT+SPISPEED=") begin     
                case (command[24 : 1])  
                    {"1", CR, LF} : begin
                        response <= OK_RESPONSE;
                        response_chars_num <= 4;
                        spi_speed <= 100_000;
                    end
                    {"2", CR, LF} : begin
                        response <= OK_RESPONSE;
                        response_chars_num <= 4;       
                        spi_speed <= 500_000;     
                    end               
                    {"3", CR, LF} : begin
                        response <= OK_RESPONSE;
                        response_chars_num <= 4;   
                        spi_speed <= 1_000_000;                    
                    end
                    {"4", CR, LF} : begin
                        response <= OK_RESPONSE;
                        response_chars_num <= 4;       
                        spi_speed <= 10_000_000;
                    end
                    {"5", CR, LF} : begin
                        response <= OK_RESPONSE;
                        response_chars_num <= 4;   
                        spi_speed <= 50_000_000;
                    end
                    default : begin
                        response <= ERROR_RESPONSE;
                        response_chars_num <= 7;
                    end
                endcase                
            end else if (command[120 : 25] == "AT+I2CSPEED=") begin           
                case (command[24 : 1])  
                    {"1", CR, LF} : begin
                        response <= OK_RESPONSE;
                        response_chars_num <= 4;
                        i2c_speed <= 100_000;
                    end
                    {"2", CR, LF} : begin
                        response <= OK_RESPONSE;
                        response_chars_num <= 4;
                        i2c_speed <= 100_000;                    
                    end
                    {"3", CR, LF} : begin
                        response <= OK_RESPONSE;
                        response_chars_num <= 4;
                        i2c_speed <= 100_000;                    
                    end
                    {"4", CR, LF}: begin
                        response <= OK_RESPONSE;
                        response_chars_num <= 4;
                        i2c_speed <= 400_000; 
                    end
                   {"5", CR, LF} : begin
                        response <= OK_RESPONSE;
                        response_chars_num <= 4;       
                        i2c_speed <= 3_400_000;
                    end
                    default : begin
                        response <= ERROR_RESPONSE;
                        response_chars_num <= 7;
                    end
                endcase  
            end else begin
                response <= ERROR_RESPONSE;
                response_chars_num <= 7;
            end
        end else if (state == WAIT) begin
            send <= 0;
        end
    end
end     
endmodule
`timescale 1ns / 1ps
module uart_8bytes_tx(
    input clk,
    input reset,
    input [19:0] speed,
    input [63:0] bytes2send,
    input [3:0] bytes_num,
    input pulse,
    output tx,
    output reg tx_busy_8bytes
);
localparam IDLE = 3'd0;
localparam READY = 3'd1;
localparam TRIGGER = 3'd2;
localparam XMIT = 3'd3;
reg send_byte;
reg [2:0] state, next_state;
reg [63:0] fifo;
reg signed [7:0] ptr;
reg [7:0] byte2send;
wire tx_busy_1byte;
reg [1:0] tx_busy_r;
uart_byte_tx uart_byte_tx(.clk(clk), .reset(reset), .speed(speed), .tx_data(byte2send), .pulse(send_byte), .tx(tx), .tx_busy(tx_busy_1byte));
always @ (*)
begin
    if (state == IDLE) begin
        if (pulse) begin
            next_state = READY;
        end else begin
            next_state = state;
        end
    end else if (state == READY) begin
        next_state = TRIGGER;
    end else if (state == TRIGGER) begin
        next_state = XMIT;
    end else if (state == XMIT) begin                
        if (tx_busy_r == 2'b10 && ptr > 0) begin
            next_state = TRIGGER;
        end else if (ptr == -1) begin
            next_state = IDLE;
        end else begin
            next_state = state;
        end
    end else begin
        next_state = IDLE;
    end
end
always @ (posedge clk or posedge reset)
begin
    if (reset) begin
        state <= IDLE;
    end else begin
        state <= next_state;
    end
end
always @ (posedge clk)
begin
    tx_busy_r <= {tx_busy_r[0], tx_busy_1byte};
end
always @ (posedge clk or posedge reset)
begin
    if (reset) begin
        send_byte <= 0;
        fifo <= 0;
        ptr <= 63;
        tx_busy_8bytes <= 0;
        byte2send <= 0;
    end else begin
        if (state == IDLE) begin
            send_byte <= 0;
            fifo <= 0;
            ptr <= 8 * bytes_num - 1;
            if (pulse) 
                tx_busy_8bytes <= 1;
            else
                tx_busy_8bytes <= 0;
        end else if (state == READY) begin
            fifo <= bytes2send;
        end else if (state == TRIGGER) begin
            if (ptr >= 7) 
                byte2send <= fifo[ptr -: 8];
            send_byte <= 1;
            ptr <= ptr - 8;
        end else if (state == XMIT) begin
            send_byte <= 0;
        end
    end
end
endmodule
`timescale 1ns / 1ps
module uart_rx (
    input clk,
    input reset,
    input [19:0] speed,
    input rx,
    input clr_buffer,
    output [7:0] rx_data,
    output reg rx_busy
);
localparam DATA_BIT = 4'd8;
reg [DATA_BIT:0] frame;
reg [19:0] counter;
reg [4:0] i;
wire [19:0] COUNT_VALUE = 1000_000_00 / speed;
assign rx_data = frame[DATA_BIT:1];
always @ (posedge clk or posedge reset)
begin
    if (reset) begin
        frame <= 0;
        counter <= 0;
        i <= 0;
        rx_busy <= 1'b0;
    end else begin
        if (clr_buffer) begin
            frame <= 0;
            counter <= 0;
            i <= 0;
            rx_busy <= 0;
        end else begin        
            if (rx_busy == 1'b0 && rx == 0) begin
                rx_busy <= 1'b1;
            end else if (rx_busy == 1'b1) begin
                if (counter == COUNT_VALUE / 2) begin
                    frame[i] <= rx;
                    i <= i + 1;
                    counter <= counter + 1;
                end else if (counter == COUNT_VALUE) begin
                    counter <= 0;
                    if (i == DATA_BIT + 1) begin
                        rx_busy <= 1'b0;
                        i <= 0;
                    end
                end else begin
                    counter <= counter + 1;
                end
            end
        end
    end
end
endmodule
`timescale 1ns / 1ps
module uart_byte_tx (
    input clk,
    input reset,
    input [19:0] speed,
    input [7:0] tx_data,
    input pulse,
    output reg tx,
    output reg tx_busy
);
localparam DATA_BIT = 4'd8;
reg [3:0] i;
reg [19:0] counter;
reg [DATA_BIT + 1:0] frame;
wire [19:0] COUNT_VALUE = 1000_000_00 / speed;
always @ (*)
begin
    frame = {1'b1, tx_data, 1'b0};
end
always @ (posedge clk or posedge reset)
begin
    if (reset) begin
        counter <= 1'b0;
        tx <= 1'b1;
        i <= 0;
        tx_busy <= 0;        
    end else begin
        if (pulse) begin
            tx_busy <= 1'b1;
        end else if (i == DATA_BIT + 3) begin
           tx_busy <= 1'b0;
           tx <= 1'b1;
           counter <= 0;
        end    
        if (tx_busy) begin
            if (counter == 0) begin
                if (i <= DATA_BIT + 1) begin
                    tx <= frame[i];
                end
                i <= i + 1;
                counter <= counter + 1;
            end else if (counter == COUNT_VALUE) begin
                counter <= 0;
            end else begin
                counter <= counter + 1;
            end
        end else begin
            i <= 0;
        end
    end
end
endmodule
```
==> flow_metrics.py <==
# Flow results
metrics = {
    "routing": {
        "vias_per_cell": 5.58,
        "route.vias.total": 11400,
        "wl_cell_um": 16.7,
        "detail_route.iter0.violations": 884,
        "ant_nets_after_route": 0,
        "remaining_drc_errors": 0,
        "detail_route.first_pass.iterations": 5,
        "antenna_cells": 0,
        "drt_wl_total_um": 34200,
    },
    "global_routing": {
        "use_met2_pct": 36.0,
        "use_met1_pct": 42.0,
        "globalRouteOverflowTotal": 0,
        "grt_pass1_wl_um": 57500,
        "first_global_vias": 10800,
        "antenna_found_initial": 0,
        "groute.layer.met3.usage_pct": 3.95,
        "grt_use_total_pct": 24.7,
        "top_usage_layer": "met1",
        "grt_start_max_net_pins": 95,
    },
    "placed_design": {
        "globalplace.congestion": 0.950,
        "io_buffer_count": 59,
        "detailed_place_hpwl_um": 22800,
    },
    "worst_hold_path": {
        "whs_path_depth": 0,
        "timing.hold.worst.class": "reg2reg",
        "holdCritStartpoint": "console_tx.tx_busy_r[0]$_DFF_P_",
    },
    "cts": {
        "htree_levels": 2,
        "clk_path_buf_depth": 3,
        "cts_buffers": 35,
        "cts_root_buf": "clkbuf_16",
        "cts.clk_slew.worst_paths_ns": 0.05,
        "post_cts.resized_instances": 0,
        "clock_latency_ns": 0.51,
        "post_cts_setup_buffers": 0,
        "clock_tree_from_tritoncts": "yes",
        "clock_net_sink_count": 293,
        "cts-hold-fix-buffers": 0,
    },
    "floorplan": {
        "die_height_um": 173,
        "core_area_um2": 28600,
        "num_io_pins": 82,
        "die_width_um": 173,
        "chipArea_um2": 29800,
        "initial_core_util_pct": 50.8,
        "row_count": 62,
    },
    "synth": {
        "synthCells": 1628,
        "most_used_standard_cells_in_the_synthesized_netlist": "nand2_1, dfrtp_1, o21ai_0, nor2_1, clkbuf_1",
        "async_set_reset_flop_share_out_of_synthesis_pct": 99.3,
        "top_area_contributor_share_pct": 46.5,
        "yosys_register_bits": 293,
        "synth_area_per_cell_um2": 8.93,
        "synth_top_cell_by_area": "dfrtp_1",
        "yosys.stat.seqShare_pct": 50.5,
        "synth-edff-count": 0,
        "post_synthesis_cell_type_with_the_largest_instance_count": "nand2_1",
        "primary_flip_flop_cell_chosen_by_synthesis_mapping": "dfrtp_1",
        "yosys_area_um2": 14500,
        "topCellsByArea": "dfrtp_1, nand2_1, o21ai_0",
        "syn_area_um2": 14500,
        "synth_warnings": 0,
        "netlist-cell-type-count": 70,
        "synth.yosys.num_cells": 1628,
    },
    "power_and_ir_drop": {
        "power.combinational.fraction_pct": 1.1,
        "vdd_ir_drop_max_v": 0.000124,
        "pwr_density_cell_nw_per_um2": 134,
        "power.net_switching_uw": 455,
        "seqPwrFrac_pct": 49.3,
        "switching_share_pct": 20.8,
        "internal_power_uw": 1740,
        "leakage_power_of_the_design_uw": 0.00691,
        "share_clk_of_total_power_pct": 49.7,
    },
    "timing": {
        "drv_slew": 0,
        "setup_repair_after_global_routing_missed_its_margin": "false",
        "fin_skew_ns": 0.0180,
        "layout_min_cycle_time_ns": 4.02,
        "hold_viol_final": 0,
        "max-slew-margin-rel_pct": 44.3,
        "timing.fmax_mhz": 249,
        "setup-tns-final_ns": 0,
        "final_setup_violation_count": 0,
        "timing_worst_slew_pin_value_ns": 0.824,
        "period_used_pct": 36.5,
    },
    "setup_path": {
        "timing.critical_path.fanout_max": 78,
        "r2r-start": "command[13]$_DFFE_PP0P_",
        "crit_arrival_ns": 4.56,
        "worst-endpoint-required_ns": 11.54,
        "setup.worst_path.start_class": "input pin",
        "rr_worst_depth": 7,
        "timing.critical_path.to_type": "asynchronous set/reset pin",
        "critical_path_origin": "reset",
        "timing_worst_setup_path_type": "in2async",
    },
    "final_layout": {
        "layout-drive-gt1-share_pct": 7.16,
        "synthToLayoutAreaGrowth_pct": 12.1,
        "final_core_util_pct": 57.0,
    },
    "job": {
        "warnings": 33,
        "number_of_violations_of_the_max_capacitance_limit": 0,
    },
    "status": {
        "outcome": "complete, no violations",
    },
}
-- path summary, 6_finish.rpt --
path | to | slack (ns)
max | uart_speed[18]$_DFFE_PP0P_ | 6.98
min | console_tx.tx_busy_r[1]$_DFF_P_ | 0.35
max reg2reg | uart_speed[6]$_DFFE_PP0P_ | 7.45
min reg2reg | console_tx.tx_busy_r[1]$_DFF_P_ | 0.35
max in group clk0 | spi_speed[14] | 7.30
min in group asynchronous | console_rx.counter[5]$_DFFE_PP0P_ | 2.16
-- worst max-delay path, cell delays in order --
cell and delay [ns]:
clkdlybuf4s50_1 0.49, inv_8 0.42, buf_4 0.65, buf_4 0.73
-- area by class of cell --
type                    count  area [um^2]
clock buffers              52         1000
repair buffers             75          711
well taps                 384          480
inverters                  33          131
clock inverters            10         95.1
multi-input cells        1200         6540
fillers                  2514        12300
flip-flops and latches    293         7350
-- layer usage --
metal  part of all wire (%)  vias up
met5                      0        -
met4                    1.7        0
met3                    5.0       45
met2                     45      239
met1                     48     5515
li1                       -     5623
-- state kept, by name, summed over array words and instances, names as in the netlist, 2 cells and up --
signal,flops
console_rx.frame,8
uart_speed,9
rx_busy_r,2
console_tx.tx_busy_r,2
command,160
console_tx.byte2send,8
state,3
spi_speed,15
console_rx.i,5
mode,2
tx_busy_r,2
console_tx.ptr,6
i2c_speed,6
console_tx.fifo,3
response,3
console_tx.uart_byte_tx.counter,20
console_tx.uart_byte_tx.i,4
console_rx.counter,20
console_tx.state,4
-- metrics by stage --
stage | std cells | cell area, um^2 | total power [uW] | worst slack (ns) | hold WS (ns)
after floorplan | 1649 | 14600 | 1120 | 0.801 | 0.332
after global routing | 2047 | 16300 | 2270 | 6.59 | 0.364
after detailed placement | 1985 | 15200 | 1120 | 6.31 | 0.341
final | 2047 | 16300 | 2190 | 6.98 | 0.353
after CTS | 2047 | 16300 | 2230 | 6.84 | 0.352
after global placement | 1985 | 15200 | 1120 | 6.32 | 0.341
-- logic make-up (layout without fill, tap and decap cells) --
logic type	after synthesis	in the layout	synth area share (%)
buf+inv	156	170	5.17
fa+ha+maj	15	15	1.27
xor+xnor	35	35	2.11
mux	38	38	3.03
simple gates	805	805	26.9
flops	293	293	50.5
other cells	1	22	0.0258
compound gates	285	285	10.9
-- placed cells by master, fill, tap and decap left out, types with 5 or more instances in the layout --
master             n
nand2_1          405
dfrtp_1          270
o21ai_0          201
nor2_1           109
clkdlybuf4s50_1   59
nor4_1            44
clkbuf_16         36
nand3_1           34
nand4_1           34
inv_1             31
nor3_1            29
a21oi_1           28
conb_1            22
dfstp_2           21
xor2_1            18
xnor2_1           17
mux2i_1           17
nor4bb_1          16
buf_4             16
and3_1            15
nor2b_1           15
nor4b_1           15
ha_1              14
or4_1             13
mux2_2            13
nand4b_1          12
clkbuf_1          12
o31ai_1           10
nand3b_1          10
nor3b_1            9
nand2b_1           8
a21o_1             7
and2_1             7
or3_1              6
mux2_4             6
o22ai_1            5
and4b_1            5
clkinv_2           5
-- power groups by stage --
stage,combinational (uW),clock [uW],sequential (uW)
after CTS,25.8,1120,1080
after global routing,29.0,1170,1080
final,23.6,1090,1080
Power is estimated from default activity; no workload was simulated.
