**config.mk**
```make
export PLATFORM = sky130hd
export DESIGN_NAME = i2c_slave
export DESIGN_NICKNAME = i2c_slave
export VERILOG_FILES = /design/flow/design.v
export SDC_FILE = /design/flow/constraint.sdc
export NUM_CORES = 4
export LEC_CHECK = 1
export CORE_UTILIZATION = 30
```
**constraint.sdc**
```tcl
current_design i2c_slave

set clk_period 4.5
set clk_io_pct 0.2

create_clock -name clk0 -period $clk_period [get_ports {clk}]

set non_clock_inputs [all_inputs -no_clocks]
set_input_delay [expr $clk_period * $clk_io_pct] -clock clk0 $non_clock_inputs
set_output_delay [expr $clk_period * $clk_io_pct] -clock clk0 [all_outputs]
```
**design.v**
```verilog
localparam[3:0] CLOCK_NS = 10;
localparam [2:0] CLOCK_HALF_PERIOD = CLOCK_NS / 2;
localparam [1:0] MINIMUM_PERIOD = CLOCK_NS / 10;
localparam [7:0] data = 8'b10100011;
localparam BAUD_RATE = 921600;
localparam[3:0] DATA_BIT = 8;
localparam UART_CLOCK_NS = 1000_000_000/BAUD_RATE;
localparam UART_CLOCK_HALF_PERIOD = UART_CLOCK_NS / 2;
localparam [DATA_BIT:0] frame = {data, 1'b0};
localparam SPI_SPEED = 1_000_000;
localparam SPI_CLOCK_NS = 1000_000_000 / SPI_SPEED;
localparam SPI_CLOCK_HALF_PERIOD = SPI_CLOCK_NS / 2;
localparam I2C_SPEED = 100_000;
localparam I2C_CLOCK_NS = 1000_000_000 / I2C_SPEED;
localparam I2C_CLOCK_HALF_PERIOD = I2C_CLOCK_NS / 2;
localparam [6:0] ADDR2SEND = 7'h33;
localparam [1:0] NUM_OF_FRAMES = 2;
localparam [2:0] REPEAT = 2;
localparam R_OR_W = 1'b0;
`timescale 1ns / 1ps
module i2c_slave(
    input clk,
    input reset,
    input scl,
    inout sda,
    output reg [7:0] data_received
);
parameter [6:0] SLAVE_ADDRESS = 7'h33;
parameter [3:0] IDLE = 0;
parameter [3:0] START = 1;
parameter [3:0] ADDR = 2;
parameter [3:0] RW = 3;
parameter [3:0] ADDR_ACK = 4;
parameter [3:0] DATA1 = 5;
parameter [3:0] DATA1_ACK = 6;
parameter [3:0] DATA2 = 7;
parameter [3:0] DATA2_ACK = 8;
parameter [3:0] STOP = 9;
localparam [3:0] MAX_BIT = 8;
reg [6:0] received_address;
reg r_or_w;
reg [1:0] sclr, sdar;
reg [3:0] state, next_state;
reg signed [4:0] bit_count;
wire scl_redge = (sclr == 2'b01);
wire scl_fedge = (sclr == 2'b10);
wire sda_redge = (sdar == 2'b01);
wire sda_fedge = (sdar == 2'b10);
wire addr_match = (received_address == SLAVE_ADDRESS);
reg sda_driving;
wire sda_in;
reg sda_out;
assign sda = sda_driving ? sda_out : 1'bz;
assign sda_in = sda_driving ? 1'bz : sda;
task toIdleState;
begin
    bit_count <= 7;     
    sda_driving <= 0;
    sda_out <= 0;
    received_address <= 0;
    r_or_w <= 0;
end
endtask
always @ (*)
begin
    if (scl && sda_redge) begin
        next_state = IDLE;
    end else begin
        if (state == IDLE) begin
            if (scl && sda_fedge)
                next_state = START;
            else
                next_state = state;
        end else if (state == START) begin
            if (scl_redge)
                next_state = ADDR;
            else
                next_state = state;
        end else if (state == ADDR) begin
            if (scl_redge && bit_count == 0)
                next_state = RW;
            else 
                next_state = state;
        end else if (state == RW) begin
            if (scl_redge && bit_count == -1)
                next_state = ADDR_ACK;
            else 
                next_state = state;        
        end else if (state == ADDR_ACK) begin
            if (scl_redge)
                next_state = DATA1;
            else
                next_state = state;
        end else if (state == DATA1) begin
            if (scl_redge && bit_count == 0)
                next_state = DATA1_ACK;
            else
                next_state = state;
        end else if (state == DATA1_ACK) begin
            if (scl && sda_redge)
                next_state = IDLE;
            else
                next_state = state;
        end else begin
            next_state = IDLE;
        end
    end
end
always @ (posedge clk or posedge reset)
begin
    if (reset) begin
        sclr <= 2'b11;
        sdar <= 2'b11;
    end else begin
        sclr <= {sclr[0], scl};
        sdar <= {sdar[0], sda};
    end
end
always @ (posedge clk or posedge reset)
begin
    if (reset) begin
        state <= IDLE; 
    end else begin
        state <= next_state;
    end
end
always @ (posedge clk or posedge reset)
begin
    if (reset) begin
        toIdleState;
        data_received <= 0;    
    end else begin
        if (state == IDLE) begin
            toIdleState;
        end else if (state == ADDR) begin
            if (scl_fedge) begin
                if (bit_count >= 0) begin
                    if (bit_count > 0) begin
                        received_address <= {received_address[6:0], sda};
                    end
                    bit_count <= bit_count - 1;
                end
            end
        end else if (state == RW) begin
            if (scl_fedge) begin
                r_or_w <= sda_in;
                bit_count <= bit_count - 1;
                sda_driving <= 1;
                sda_out <= ~addr_match;
            end
        end else if (state == ADDR_ACK) begin
            bit_count <= 8;
            if (scl_fedge) begin
                sda_driving <= 0;        
            end
        end else if (state == DATA1) begin
            if (scl_fedge) begin
                if (bit_count > 0) begin
                    if (bit_count == 1) begin
                        sda_driving <= 1;
                        sda_out <= 0;
                    end
                    data_received <= {data_received[6:0], sda};                       
                    bit_count <= bit_count - 1;
                end
            end
        end else if (state == DATA1_ACK) begin
            if (scl_fedge) begin
                sda_driving <= 0;
            end
        end   
    end
end
endmodule
```
**run.sh**
```bash
#!/bin/bash
# OpenROAD 26Q1-2900-gdf79404cd8, Yosys 0.63+post, stock flow scripts
make -C /OpenROAD-flow-scripts/flow DESIGN_CONFIG=/design/flow/config.mk WORK_HOME=/design/flow/orfs finish
```
==> summary.txt <==
Flow results.

- The number of distinct library cells after synthesis is 35.
- The synthesis warning total is 3.
- The total clock sinks is 31.
- The die width is 72.33 µm.
- The yosys stat chip area is 0.001484 mm².
- The maximum clock insertion buffer count is 2.
- The buffer cell driving the clock tree root is sky130_fd_sc_hd__clkbuf_8.
- Sorting the synthesized cells by area gives the leading types as sky130_fd_sc_hd__dfrtp_1, sky130_fd_sc_hd__dfstp_2, sky130_fd_sc_hd__mux2_2, sky130_fd_sc_hd__mux2i_1, sky130_fd_sc_hd__nor2_1.
- The level count of the clock H-tree is 2.
- The number of gates resized after cts is 0.
- After detailed placement, the total cell area comes to 0.001649 mm².
- Measured along the y axis, the die boundary spans 72.33 µm.
- The routability congestion estimate from global placement is 0.9674.
- In this run the count of I/O pins placed on the die edge is 12.
- In this run, synthesis inferred 0 flip-flops with an integrated enable.
- Per the synth stats, the flop cell with the highest instance count is sky130_fd_sc_hd__dfrtp_1.
- Per the synthesis report, the single largest cell type by area occupies 38.79% of cell area.
- The share of the Yosys chip area taken by registers is 52.95%.
- The synthesized area per cell is 10.83 µm².
- The flow did not finish.
- The stage where the flow stopped is clock tree synthesis (4_1_cts).
- The count of buffers added on input and output ports is 10.
- The number of cells reported by Yosys stat comes to 137.
- Counting the buffers created by CTS gives 5.
- The synthesis-stage register bit count is 31.
- The wire-length estimate of the detail-placed layout is 1823 µm.
- The tool reported: "[error] [KeplerFormal.cpp:679] Workflow failed: Iso has multiple drivers: .sda0, sda$_DFFE_PP0P_.Q0".
- Summing every instance area after synthesis gives 0.001484 mm².
- In the synthesized netlist the async set-or-reset flop fraction comes to 100.0%.
- The synthesized instance count is 137.
- Of all cell types, the one taking the most synthesized area is sky130_fd_sc_hd__dfrtp_1.
- Per the repair_timing log after CTS, setup buffers inserted total 0.
- The post-cts hold buffer count is 0.
- For this configuration, the core starts out at a cell density of 31.21%.
- The initialized floorplan defines 25 standard-cell rows.
-- stage by stage --
step | hold slack, ps | worst slack [ps] | cells | power (mW)
after floorplan | 364.8 | 2678 | 137 | 0.6454
after global placement | 370.8 | 2242 | 209 | 0.7118
after detailed placement | 369.3 | 2197 | 209 | 0.7214
-- Yosys cell counts (2+ instances only) --
library cell and n:
sky130_fd_sc_hd__mux2_2 8, sky130_fd_sc_hd__nor2b_1 4, sky130_fd_sc_hd__a22oi_1 2, sky130_fd_sc_hd__or3b_1 2, sky130_fd_sc_hd__nand2b_1 3, sky130_fd_sc_hd__inv_1 6, sky130_fd_sc_hd__a21oi_1 10, sky130_fd_sc_hd__o22ai_1 4
sky130_fd_sc_hd__buf_2 2, sky130_fd_sc_hd__nand3_1 4, sky130_fd_sc_hd__nor2_1 16, sky130_fd_sc_hd__dfrtp_1 23, sky130_fd_sc_hd__nor3_1 5, sky130_fd_sc_hd__nand2_1 8, sky130_fd_sc_hd__nand4_1 2, sky130_fd_sc_hd__o31ai_1 2
sky130_fd_sc_hd__mux2i_1 7, sky130_fd_sc_hd__ha_1 3, sky130_fd_sc_hd__clkbuf_1 3, sky130_fd_sc_hd__dfstp_2 8
-- cells by family after synthesis --
logic type / share of synthesized area [%]
multiplexers: 10.79
flip-flops: 52.95
adder cells (fa/ha/maj): 2.530
buffers and inverters: 3.710
AND-OR/OR-AND: 10.88
AND/OR/NAND/NOR: 19.14
No activity file was given, so power comes from the tool's default toggle rates.
